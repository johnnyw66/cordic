--- /design/flow/config.mk ---
export PLATFORM = sky130hd
export DESIGN_NAME = cordic_update
export DESIGN_NICKNAME = cordic_update
export VERILOG_FILES = /design/flow/design.v
export SDC_FILE = /design/flow/constraint.sdc
export NUM_CORES = 4
export LEC_CHECK = 1
export CORE_UTILIZATION = 50
--- /design/flow/constraint.sdc ---
current_design cordic_update

set clk_period 13.0
set clk_io_pct 0.2

create_clock -name clk0 -period $clk_period [get_ports {clk}]

set non_clock_inputs [all_inputs -no_clocks]
set_input_delay [expr $clk_period * $clk_io_pct] -clock clk0 $non_clock_inputs
set_output_delay [expr $clk_period * $clk_io_pct] -clock clk0 [all_outputs]
--- /design/flow/design.v ---
module cordic_update( input wire clk,
                      input wire signed [31:0] wantedAngle,
                      input wire [4:0] iterate,
                      input wire signed [31:0] x,
                      input wire signed [31:0] y,
                      input wire signed [31:0] currentAngle,
                      input wire signed [31:0] atan,
                      output reg signed [31:0] nx,
                      output reg signed [31:0] ny,
                      output reg signed [31:0] nangle);
                always @(posedge clk)
                begin
                      nx <= x - {dir ? -(y >>> iterate) : (y >>> iterate)};
                      ny <= y + {dir ? -(x >>> iterate) : (x >>> iterate)};
                      nangle <= currentAngle - {dir ? -atan : atan};
                end
              wire  [0:0] dir;
              assign dir = (currentAngle < wantedAngle) ;
endmodule
--- /design/flow/run.sh ---
#!/bin/bash
# OpenROAD 26Q1-2900-gdf79404cd8, Yosys 0.63+post, stock flow scripts
make -C /OpenROAD-flow-scripts/flow DESIGN_CONFIG=/design/flow/config.mk WORK_HOME=/design/flow/orfs finish
==> run notes <==
Flow results follow.

The post-placement cell count is 2163. Per the post-synthesis report, the number of cells in the design is 1616. The number of remaining DRC errors is 0.

The number of buffers added by the clock tree synthesis step is 9. For this run, the top clock speed supported by timing is 0.113 GHz. The net switching component of the power is 0.859 mW. Registers take 1920 um2. The synthesis report gives the async set-or-reset register share as 0%. The length of the first detailed-routing pass in iterations is 6. Setup total negative slack on the finished layout was measured at 0 ps. The fill cell total of the finished layout is 2257.

The worst setup path category is in2reg. The clock input transition at the sequential cells of the worst setup and hold paths is 70 ps. The worst hold path begins at y[0].

The post-synthesis sequential area ratio is 14.0%. The smallest hold slack is 2890 ps. Prior to clock tree synthesis, the placed netlist has a worst setup slack of 3920 ps.

The post-cts resize count is 0. For this run, the script counts the antenna cells in the layout as 0. Per the CTS log, the root buffer master is clkbuf_16. The area of the chip is 28200 um2. The clock tree from TritonCTS is done.

The via count of the routed design is 13600. Input and output buffers added on the ports amount to 261. The violation tally recorded at the end of detailed-routing iteration 0 is 1342. Across all stage logs, warnings added up to 29. Counting I/O delays and the setup requirement, the final critical path takes 8810 ps. The category of the worst setup path capture point is a flop. The maximum clock insertion buffer count is 2. The core footprint is 27000 um2. The via count of the first global-routing pass is 12800.

The least setup slack across all paths after layout is 4190 ps. Summing every instance area after synthesis gives 13800 um2. The post-CTS repair timing setup buffer count is 0. The number of flops mapped to enable cells by yosys is 0. At the end of routability-driven placement, the weighted congestion stood at 1.09.

The number of rows created at floorplan is 60. The I/O pin total is 262. The path type of the worst min-delay path is in2reg. The stat command in Yosys gives a chip area of 13800 um2.

The primary flip-flop cell chosen by synthesis mapping is dfxtp_1. The cell count in the Yosys report is 1616. The data arrival time at the worst-slack endpoint is 9060 ps. In this run, post-CTS hold repair placed 0 buffers.

Per the CTS log, the maximum H-tree level is 3. For reference, the final report shows the max-slew violation count at 0. The final hold violation count recorded for this run is 0. Setup repair after global routing left no endpoint under its margin.

In the global route stage, overall resource usage came out at 32.9%. The part of the power in combinational logic is 66.0%. The peak fanout along the critical path is 43. In the floorplan report the effective utilization is 51.0%.

The first global-routing pass estimated 70600 um of wire. The fraction of power consumed by sequential logic is 22.0%. The final setup violation count is 0. The required time at the worst-slack endpoint is 13240 ps.

For the pin with the worst max-slew slack, the measured transition is 874 ps. The power consumption is 2.22 mW. The final instance area is 16800 um2. The flow measured a signed area growth from synthesis to layout of 22.5%. Entering global routing, the biggest net connects 56 pins. The count of non-filler cells in the finished layout is 2179.

The number of maximum-capacitance violations is 0. The nature of the critical path startpoint is an input pin. The power report attributes to the clock group a share of 12.1%. After detailed routing, the number of vias per cell comes to 6.25. The post-route fraction of the period consumed by the critical path is 67.8%. The sum of overflow across all layers after global routing is 0. The max-slew check reports its worst relative slack as 41.7%. The number of synthesized register bits is 96. The final layout contains routed wiring with a total length of 44900 um. The flow ran to the end, and the final reports show no timing, DRC or antenna violations. The worst supply voltage drop on vdd is 0.111 mV. The average footprint of a synthesized cell is 8.51 um2.

The synthesis report lists the most area-consuming cells as dfxtp_1 (14%), mux4_2 (13%), ha_1 (12%), xnor2_1 (6.8%), a21oi_1 (4.5%). The number of antenna-violating nets in the routed design is 0. Measured along the x axis, the die boundary spans 168 um.

Internal power comes to 1.36 mW. Once placement finished, the instance area stood at 16600 um2. Net switching is 38.7% of the power. The vertical die dimension reported for this design is 168 um. The power density over the cells is 132 nW/um2. Cells with a size suffix above 1 make up 9.90% of the layout.

Clock tree synthesis found a total of 96 sinks. The final core utilization is 62.5%. The gate-level netlist out of Yosys references 86 unique cell types. The sum of net half-perimeters after detailed placement is 35400 um. The number of antenna violations at the first check in global routing is 0. The detailed-route wire length per cell is 20.6 um. The number of warnings printed during yosys synthesis is 1.

The leakage power of the design is 6.96 nW. The combinational cell area excluding buffers and inverters is 11200 um2. The top cell type's share of synthesized area is 14.0%. For reference, the top cells by count after synthesis are ha_1 (130), nor2_1 (130), a21oi_1 (124). The largest area contributor in the netlist is dfxtp_1. Per STA, the startpoint of the critical path is iterate[3].
final cells by class:
type	instances	area share, %
Multi-Input combinational cell	1370	66.4
Timing Repair Buffer	281	16.3
Sequential cell	96	11.4
Tap cell	341	2.53
Inverter	75	1.67
Clock buffer	10	1.36
Clock inverter	6	0.297
critical path, stage by stage:
cell,delay (ps)
clkdlybuf4s50_1,460
buf_4,440
clkinv_1,130
buf_4,260
nand2_1,620
o22ai_1,200
a221oi_1,550
and4_1,370
nor4b_4,480
nor2b_1,230
o22ai_1,100
nand3_1,100
nand2_1,70
ha_1,370
a2111oi_0,390
o21ai_0,180
a31o_2,260
a21oi_1,170
a31oi_1,120
o21ai_0,280
a21oi_1,120
a21oi_1,230
o21ai_0,130
xor2_1,150
power groups by stage:
stage	sequential, mW	combinational, mW	clock [mW]
CTS	0.490	1.46	0.277
global route	0.503	1.61	0.288
finish	0.488	1.46	0.268
kinds of logic (layout without fill, tap and decap cells):
family | Yosys count | in the layout | synth area share [%]
adder cells (fa/ha/maj) | 133 | 133 | 12.3
multiplexers | 167 | 167 | 19.8
flip-flops | 96 | 96 | 14.0
AND/OR/NAND/NOR | 421 | 421 | 14.9
XOR/XNOR | 169 | 169 | 10.8
buffers and inverters | 150 | 372 | 4.80
AND-OR/OR-AND | 480 | 480 | 23.5
worst paths after layout:
| check | end | depth (start not counted) | slack (ps) |
|---|---|---|---|
| hold / removal | ny[0] | 2 | 2890 |
| setup / recovery | ny[30] | 24 | 4190 |
cell usage in the layout (no fill, tap or decap), types with 9 or more instances in the layout:
cell / synthesis / routed
nor2b_1: 30 / 30
o22ai_1: 15 / 15
nand2_1: 112 / 112
ha_1: 130 / 130
nand3_1: 30 / 30
a21o_1: 47 / 47
mux2i_1: 50 / 50
nor3_1: 22 / 22
a221oi_1: 9 / 9
inv_1: 71 / 71
nand4_1: 10 / 10
mux2_2: 30 / 30
a22oi_1: 15 / 15
o21a_1: 26 / 26
mux4_2: 80 / 80
xor2_1: 63 / 63
o21ai_0: 76 / 76
a21oi_1: 124 / 123
dfxtp_1: 96 / 96
xnor2_1: 106 / 106
o211ai_1: 9 / 9
buf_4: 6 / 22
o31ai_1: 22 / 22
a211oi_1: 12 / 12
clkbuf_16: 0 / 9
clkdlybuf4s50_1: 0 / 258
and2_1: 12 / 12
and3_1: 13 / 13
a211o_1: 12 / 12
nand2b_1: 23 / 23
nor2_1: 130 / 130
a31oi_1: 23 / 23
flip-flops by register name, summed over array words and instances, names as in the netlist:
name,count
ny,32
nangle,32
nx,32
metal layers:
layer  GRT usage, %  part of all wire [%]
met1           46.0                    41
met2           53.9                    47
met3           5.55                   8.4
met4           8.58                   3.2
met5              0                     0
Power figures rest on the tool's default switching activity, not on a simulated workload.
