==> design.v <==
module  blinker (
        output led,
        input clk
);
parameter WIDTH = 32 ;
reg [WIDTH - 1 : 0] counter ;
always @(posedge clk) begin
  counter <= counter + 1;
end
assign led = counter[WIDTH - 1] ;
endmodule
==> run.sh <==
#!/bin/bash
# OpenROAD 26Q1-2900-gdf79404cd8, Yosys 0.63+post, stock flow scripts
make -C /OpenROAD-flow-scripts/flow DESIGN_CONFIG=/design/flow/config.mk WORK_HOME=/design/flow/orfs finish
==> config.mk <==
export PLATFORM = sky130hd
export DESIGN_NAME = blinker
export DESIGN_NICKNAME = blinker
export VERILOG_FILES = /design/flow/design.v
export SDC_FILE = /design/flow/constraint.sdc
export NUM_CORES = 4
export LEC_CHECK = 1
export CORE_AREA = 10 10 101 101
export DIE_AREA = 0 0 111 111
==> constraint.sdc <==
current_design blinker

set clk_period 7.2
set clk_io_pct 0.2

create_clock -name clk0 -period $clk_period [get_ports {clk}]

set non_clock_inputs [all_inputs -no_clocks]
set_input_delay [expr $clk_period * $clk_io_pct] -clock clk0 $non_clock_inputs
set_output_delay [expr $clk_period * $clk_io_pct] -clock clk0 [all_outputs]
==> CHANGELOG.md <==
### Physical design

* Outcome: finished clean
* CP Launch Type: flip-flop
* Cells after synthesis at 127
* Synth mux share at 0%
* Seq share, synth at 48.6%
* Reg-to-reg startpoint: counter[0]
* FF-to-FF path depth at 5
* Postcts setup bufs at 0
* Clk_skew at 0.00582 ns
* Pin count of the biggest net entering global routing at 12
* Adder Area Share at 0.949%
* R2R setup slack at 5.38 ns
* Netlist cell types at 24
* Post-synth ARST share at 0%
* Post-synth EDFFs at 0
* CP Max Fanout at 2
* Cell-internal power at 0.000262 W
* Setup-failing EPs final at 0
* Cycle use final at 35.1%
* Max Root-Sink Buffers at 2
* RSZ-0062 raised after global routing: false
* Leak at 0.604 nW
* Syn. warnings at 1
* Sw Pwr at 0.0000614 W
* Tool warnings at 25
* Fin util at 18.8%
* Worst hold endpoint: counter[0]
* Number of max-cap violations at 0
* Measured slew at the worst slew-check pin at 0.556 ns
* CP endpoint kind: output port
* CTS tree: built
* Count leader, synth: dfxtp_1
* Cell at the root of the clock tree: clkbuf_8
* IO Port Bufs at 1
* Final Hold Viols at 0
* VDD IR max at 0.0591 mV
* Residual DRC at 0
* Critical Path AT at 1.09 ns
* Via count at 801
* Clock H-tree levels at 2
* Antenna Nets Post-Route at 0
* Min-Delay Startpoint: counter[0]
* 1st-iter DRT viols at 17
* Area fraction of the dominant cell type after synthesis at 48.6%
* Slew Viols, Final at 0
* Yosys xor share at 19.9%
* Final WS setup at 4.67 ns
* Largest stage delay, worst path at 0.47 ns
* Fin Setup TNS at 0 ns
* Comb area at 634 sq um
* Cell area power density at 211 nW/um^2
* Area fraction in compound gates at 0%
* WL per Instance at 7.60 um
* ANT cells at 0
* YS chip area at 1320 sq um
* CP cell instances: clkdlybuf4s50_1
* Vias per cell at 3.39
* Grt ovf at 0
* 1st-pass router iterations at 4
* Routability cong. at 0.694
* Post-synth regs at 32
* Clk latency late pin at 0.28 ns
* Sequential cell area at 641 sq um
* Syn Area/Cell at 10.4 sq um
* Pre-CTS setup slack at 4.96 ns
* Worst min path class: flip-flop to flip-flop
* Reg power frac at 54.7%
* Post-synth top cells: 32 x dfxtp_1, 20 x xor2_1, 10 x nand3_1, 10 x xnor2_1, 9 x nand2_1
* Post-CTS Hold Fix Bufs at 0
* Total wire length at 1.79 mm
* Total GRT Usage at 2.89%
* Cts repair resizes at 0
* Vias in the first global route at 743
* Largest delay contributor family on the critical path: buffers and inverters
* P&R area growth vs syn at 16.1%
* Die X at 111 um
* Clk slew on worst S/H paths at 0.06 ns
* WP buf/inv at 1
* Simple Share, Synth at 27.2%
* Biggest area cells: dfxtp_1 49%, xor2_1 13%, xnor2_1 6.6%, nor4_2 4.7%, nand3_1 3.8%
* Most common reg cell: dfxtp_1
* Hold Path Depth at 1
* Core Area at 8130 sq um
* CTS Buf Count at 5
* Max reg flops at 32
* Slowest-stage cell, CP: clkdlybuf4s50_1
* Largest register by flop count: counter
* Dominant comb cell: simple AND/OR/NAND/NOR gates
* Tmin final at 2.53 ns
* DP HPWL at 1.18 mm
* Post-synth top area cell: dfxtp_1
* CP Depth at 1
* Comb power frac at 0%
* Init Core Util at 16.2%
* Fill cell count at 865
* Crit path kind: flip-flop to output port
* Power share of the clock group at 45.3%
* Chip area at 12300 sq um
* Core Rows at 33
* Worst slew margin at 62.8%
* Die Ht at 111 um
* Sw frac at 19.0%
* IO Pins at 2
* Worst flop-to-flop path endpoint: counter[24]
* First-pass GRT wire length at 3.21 mm
* Cell Area, Synth at 1320 sq um
* Crit path DRT at 5.76 ns
* Largest regs: counter x32
* Number of antenna violations at the first check in global routing at 0
* Clock sink total at 32
* Yosys Instances at 127
* FMAX at 396 MHz
* Design Power at 0.000323 W
* Layout cell share with drive strength beyond 1 at 13.0%
## placed cells by master, fill, tap and decap left out
cell and n:
ha_1 1, or3_1 1, clkdlybuf4s50_1 1, nand2_1 9
and3_1 2, dfxtp_1 32, or2_2 1, xor2_1 20
nor4_1 4, nor2_1 6, nand3_2 2, or3_4 1
inv_1 5, nor3_1 4, nand3_1 10, xnor2_1 10
nand4_1 3, nor4_4 1, clkbuf_8 7, nor4_2 5
nand2b_1 1, and4_1 4, nor3b_1 1
## how the worst max path moves through the flow
stage,slack [ns],end,start
after global routing,4.64,led,counter[31]
final,4.67,led,counter[31]
after CTS,4.66,led,counter[31]
## logic make-up after synthesis
family	after synthesis
adder cells (fa/ha/maj)	1
AND/OR/NAND/NOR	55
XOR/XNOR	30
flip-flops	32
buffers and inverters	9
## power groups by stage
| stage | logic, W | clock network (W) | registers (W) |
|---|---|---|---|
| 4_1_cts | 0.000000000296 | 0.000150 | 0.000177 |
| 5_1_grt | 0.000000000296 | 0.000160 | 0.000177 |
| 6_report | 0.000000000296 | 0.000146 | 0.000177 |
## area by class of cell
class                   count  share of cell area [%]
flip-flops and latches     32                    41.8
multi-input cells          86                    41.4
well taps                 105                    8.58
clock buffers               7                    6.29
inverters                   5                    1.23
repair buffers              1                   0.654
## per-stage QoR
| stage | cell area (sq um) | instances | hold WS (ns) |
|---|---|---|---|
| finish | 1530 | 236 | 0.435 |
| detailed placement | 1440 | 229 | 0.418 |
| global placement | 1440 | 229 | 0.412 |
| global route | 1530 | 236 | 0.466 |
| floorplan | 1320 | 127 | 0.394 |
| CTS | 1530 | 236 | 0.433 |
## layer usage
metal  wire length, um  global-route usage, %  vias up
li1                  -                      -      440
met1               977                   3.90      352
met2               719                   4.25        7
met3                86                   1.15        2
met4                10                  0.608        0
met5                 0                      0        -
Power figures rest on the tool's default switching activity, not on a simulated workload.
