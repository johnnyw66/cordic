<file path="flow/run.sh">
#!/bin/bash
# OpenROAD 26Q1-2900-gdf79404cd8, Yosys 0.63+post, stock flow scripts
make -C /OpenROAD-flow-scripts/flow DESIGN_CONFIG=/design/flow/config.mk WORK_HOME=/design/flow/orfs finish
</file>
<file path="flow/config.mk">
export PLATFORM = sky130hd
export DESIGN_NAME = hexdisplay
export DESIGN_NICKNAME = hexdisplay
export VERILOG_FILES = /design/flow/design.v
export SDC_FILE = /design/flow/constraint.sdc
export NUM_CORES = 4
export LEC_CHECK = 1
export CORE_AREA = 10 10 107 107
export DIE_AREA = 0 0 117 117
</file>
<file path="flow/constraint.sdc">
current_design hexdisplay

set clk_period 4.6
set clk_io_pct 0.2

create_clock -name clk0 -period $clk_period [get_ports {clk}]

set non_clock_inputs [all_inputs -no_clocks]
set_input_delay [expr $clk_period * $clk_io_pct] -clock clk0 $non_clock_inputs
set_output_delay [expr $clk_period * $clk_io_pct] -clock clk0 [all_outputs]
</file>
<file path="flow/design.v">
module hexdisplay
(
 input clk,
 input [15:0] value,
 input enable,
 output [6:0] segment,
 output [3:0] omask
);
reg [15:0] counter ;
reg [1:0] digit ;
always @(posedge clk)
begin
	counter <= counter + 16'd1 ;
	if (counter == 0)
	begin
		digit <= digit + 2'd1 ;
	end
end
assign omask = digit == 0 ? 4'b1110 : 
						digit == 1 ? 4'b1101 : 
							digit == 2 ? 4'b1011 : 
							4'b0111 ;
hexseg seg0(.value(
						digit == 0 ? value[3:0] : 
							digit == 1 ? value[7:4] : 
								digit == 2 ? value[11:8] : value[15:12]
						),
						.enable(enable),
						.segment(segment)) ;
endmodule
module hexseg
(
 input [3:0] value,
 input enable,
 output reg [6:0] segment  
);
always @(value,enable)
begin
		if (enable) begin
			case (value)
					4'd0: segment = (7'd16 | 7'd1 | 7'd4 | 7'd32 | 7'd64 | 7'd8) ;
					4'd1: segment = (7'd1 | 7'd4) ;
					4'd2: segment = (7'd16 | 7'd1 | 7'd32 | 7'd64 | 7'd2) ;
					4'd3: segment = (7'd16 | 7'd1 | 7'd4 | 7'd32 | 7'd2) ;
					4'd4: segment = (7'd1 | 7'd4 | 7'd8 | 7'd2) ;
					4'd5: segment = (7'd16 | 7'd8 | 7'd2 | 7'd4 | 7'd32) ;
					4'd6: segment = (7'd16 | 7'd4 | 7'd32 | 7'd64 | 7'd8 | 7'd2) ;
					4'd7: segment = (7'd16 | 7'd1 | 7'd4 ) ;
					4'd8: segment = (7'd16 | 7'd1 | 7'd4 | 7'd32 | 7'd64 | 7'd8 | 7'd2) ;
					4'd9: segment = (7'd16 | 7'd1 | 7'd4 | 7'd32 | 7'd8 | 7'd2) ;
					4'd10: segment = (7'd16 | 7'd1 | 7'd4 | 7'd64 | 7'd8 | 7'd2) ;
					4'd11: segment = (7'd4 | 7'd32 | 7'd64 | 7'd8 | 7'd2) ;
					4'd12: segment = (7'd16 | 7'd32 | 7'd64 | 7'd8) ;
					4'd13: segment = (7'd1 | 7'd4 | 7'd32 | 7'd64 | 7'd2) ;
					4'd14: segment = (7'd16 |  7'd64 | 7'd32 | 7'd8 | 7'd2) ;
					4'd15: segment = (7'd16 |  7'd64 | 7'd8 | 7'd2) ;
			endcase
		end
	else
		segment = 7'd0 ;
end
endmodule
</file>
==> impl_results.rst <==
Physical design figures
=======================

.. list-table::
   :header-rows: 1

   * - Metric
     - Value
   * - Buffer cell driving the clock tree root
     - sky130_fd_sc_hd__clkbuf_8
   * - Tightest slew margin relative to the limit
     - 60.4%
   * - Clock sink count
     - 18
   * - Routed met1 length
     - 1430 µm
   * - Wire length of the first global-routing pass
     - 4570 µm
   * - Latest clock arrival within the worst-skew pair
     - 0.25 ns
   * - Unique cell types
     - 39
   * - Path category of the worst min-delay check
     - reg2reg
   * - Horizontal die size
     - 117 µm
   * - Post-detailed-placement half-perimeter wirelength
     - 2310 µm
   * - Reg-to-Reg Start
     - counter[0]
   * - CTS Hold Bufs
     - 0
   * - Initial antenna violation count
     - 0
   * - Register share of total power
     - 54.5%
   * - Vias per cell
     - 3.66
   * - Endpoint class of the critical path
     - primary output
   * - Maximum vdd drop
     - 0.115 mV
   * - Filler-free cell count of the finished design
     - 282
   * - Slew at the pin with the worst max-slew slack
     - 0.595 ns
   * - Placed cells
     - 278
   * - Yosys warning count
     - 2
   * - Area of all placed cells without fillers
     - 0.00172 mm²
   * - Tool warnings
     - 36
   * - Core area
     - 0.00920 mm²
   * - Flop-to-flop setup slack
     - 3.17 ns
   * - Cts bufs inserted
     - 3
   * - Internal portion of total power
     - 0.235 mW
   * - Hold Fails Final Rpt
     - 0
   * - Core utilization before placement
     - 13.7%
   * - Cells in synth_stat.txt
     - 139
   * - Outcome
     - finished, final reports clean
   * - Antenna cell count
     - 0
   * - # resized after CTS
     - 0
   * - Area reported by Yosys stat
     - 0.00126 mm²
   * - Synthesized cell area
     - 0.00126 mm²
   * - Layout-stage area growth over the synthesis result
     - 36.2%
   * - Utilization after layout
     - 18.7%
   * - Total negative setup slack
     - 0 ns
   * - Highest metal layer with signal wires
     - met3
   * - Combinational share of power
     - 8.1%
   * - Max-cap violations
     - 0
   * - Highest attainable clock frequency
     - 247 MHz
   * - Routed via count
     - 1032
   * - Drt first pass iters
     - 4
   * - Ys async rst share
     - 0%
   * - Met2 routed WL
     - 1250 µm
   * - CP Capture Point
     - segment[0]
   * - Maximum level of the CTS H-tree
     - 1
   * - Overall overflow remaining after global route
     - 0
   * - GPL Wtd Cong
     - 0.798
   * - NetSw
     - 0.0557 mW
   * - Type of origin of the critical path
     - input pin
   * - Maximum number of pins on one net before global-route repair
     - 15
   * - Layout cell share with drive strength beyond 1
     - 8.19%
   * - Number of violations reported at the end of detailed-routing iteration 0
     - 43
   * - Clock tree from TritonCTS
     - yes
   * - Dominant cell area share
     - 25.4%
   * - Worst EP arrival
     - 3.13 ns
   * - Power per unit of standard cell area
     - 169 mW/mm²
   * - Via count of the first global-routing pass
     - 982
   * - Chip area
     - 0.0137 mm²
   * - Drt wl/cell
     - 10.0 µm
   * - R2R Path End
     - digit[0]
   * - Average footprint of a synthesized cell
     - 9.07 µm²
   * - CP max FO
     - 4
   * - Required time worst endpoint
     - 3.68 ns
   * - Portion of the clock cycle consumed by the worst path in the final layout
     - 88.0%
   * - Final Max-Slew Violation Tally
     - 0
   * - Tot GR Track Use
     - 3.93%
   * - Main synth FF type
     - sky130_fd_sc_hd__dfxtp_1
   * - Drc violations
     - 0
   * - Post-layout min period
     - 4.05 ns
   * - Placed cell areas
     - 0.00167 mm²
   * - Number of I/O port buffers
     - 28
   * - Post-CTS Repair Setup Buffers
     - 0
   * - Leak Pwr
     - 0.653 nW
   * - Hold Path Cell Cnt
     - 1
   * - Sequential-to-total area share from yosys stat
     - 30.2%
   * - Final Power
     - 0.290 mW
   * - Worst r2r path cells
     - 4
   * - Number of routed nets with antenna violations
     - 0
   * - Cell count after synthesis
     - 139
   * - Sum of met3 wire segment lengths after detailed routing
     - 149 µm
   * - Number of placed I/O pins
     - 29
   * - Number of storage elements in the synthesis netlist
     - 18
   * - Ranking of synthesized cells by instance count
     - sky130_fd_sc_hd__dfxtp_1 (16), sky130_fd_sc_hd__ha_1 (14), sky130_fd_sc_hd__inv_1 (14), sky130_fd_sc_hd__xnor2_1 (11), sky130_fd_sc_hd__nand2_1 (9)
   * - Most area-hungry cell type in the Yosys netlist
     - sky130_fd_sc_hd__dfxtp_1
   * - Switching power share of the total
     - 19.2%
   * - Proportion of power drawn by the clock network
     - 37.4%
   * - Std cell rows
     - 35
   * - Flip-flops with a built-in enable
     - 2
   * - Total routed wirelength
     - 2830 µm
   * - Post-route clock skew
     - 0.00410 ns
   * - Die boundary height
     - 117 µm
   * - CTS max path bufs
     - 2
   * - Setup repair after global routing missed its margin
     - no
   * - Most instantiated library cell after synthesis
     - sky130_fd_sc_hd__dfxtp_1
   * - Post-CTS clock slew at the launch and capture registers of the worst setup and hold paths
     - 0.07 ns
   * - Post-synth area hogs
     - sky130_fd_sc_hd__dfxtp_1 (25%), sky130_fd_sc_hd__ha_1 (14%), sky130_fd_sc_hd__xnor2_1 (7.6%), sky130_fd_sc_hd__edfxtp_1 (4.8%), sky130_fd_sc_hd__inv_1 (4.2%)
   * - Type of the worst setup path
     - in2out
   * - Final number of setup-violating endpoints
     - 0
   * - First element of the critical path
     - value[12]
## how the worst min path moves through the flow
stage	from	to	slack, ns
finish	counter[15]	counter[15]	0.47
global route	counter[15]	counter[15]	0.50
CTS	counter[15]	counter[15]	0.47
## power by group through the flow
stage                 Clock (mW)  Combinational [mW]  Sequential [mW]
final                      0.109              0.0235            0.158
after global routing       0.120              0.0252            0.158
after CTS                  0.111              0.0239            0.158
## registers in the layout, indices dropped and copies added, names as in the netlist
signal	flops
counter	16
digit	2
## cell type report
type / instances / area, µm²
clock inverters: 1 / 3.75
inverters: 15 / 56.3
fillers: 1018 / 7480
clock buffers: 3 / 41.3
multi-input cells: 103 / 795
repair buffers: 31 / 303
well taps: 111 / 139
flip-flops and latches: 18 / 380
## cells by family after synthesis
family | synth area share [%]
buffers and inverters | 6.85
AOI/OAI and AO/OA | 12.6
adders and majority gates | 13.9
and+or+nand+nor | 22.8
muxes | 3.97
xor gates and xnor gates | 9.72
DFF | 30.2
## layer usage
metal / vias up / global-route usage, %
met5: - / 0
met4: 0 / 0.329
met3: 0 / 0.619
met2: 19 / 5.89
met1: 468 / 6.00
li1: 545 / -
## stage by stage
step	setup slack [ns]	hold slack [ns]
2_1_floorplan	1.37	0.435
3_3_place_gp	0.544	0.448
3_5_place_dp	0.513	0.455
4_1_cts	0.510	0.470
5_1_grt	0.219	0.505
6_report	0.552	0.468
## cell usage in the layout, fill, tap and decap left out, types with 3 or more instances in the layout
cell type	n
sky130_fd_sc_hd__clkdlybuf4s50_1	28
sky130_fd_sc_hd__dfxtp_1	16
sky130_fd_sc_hd__inv_1	14
sky130_fd_sc_hd__ha_1	14
sky130_fd_sc_hd__xnor2_1	11
sky130_fd_sc_hd__nand2_1	9
sky130_fd_sc_hd__nand3_1	8
sky130_fd_sc_hd__nor2_1	6
sky130_fd_sc_hd__mux2i_1	5
sky130_fd_sc_hd__and3_1	4
sky130_fd_sc_hd__o21ai_1	4
sky130_fd_sc_hd__xor2_1	3
sky130_fd_sc_hd__nor2b_1	3
sky130_fd_sc_hd__and2_1	3
sky130_fd_sc_hd__a21oi_1	3
sky130_fd_sc_hd__clkbuf_8	3
sky130_fd_sc_hd__buf_4	3
## worst max-delay path, stage by stage
cell                              delay (ns)
sky130_fd_sc_hd__clkdlybuf4s50_1        0.46
sky130_fd_sc_hd__mux2i_1                0.09
sky130_fd_sc_hd__a221oi_1               0.39
sky130_fd_sc_hd__inv_1                  0.16
sky130_fd_sc_hd__ha_1                   0.31
sky130_fd_sc_hd__a21oi_1                0.13
sky130_fd_sc_hd__a31oi_1                0.05
sky130_fd_sc_hd__nor2b_1                0.14
sky130_fd_sc_hd__clkdlybuf4s50_1        0.48
Power figures rest on the tool's default switching activity, not on a simulated workload.
